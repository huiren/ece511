### ./design.v
module perceptron #(parameter WEIGHT_NUM = 17, parameter WEIGHT_ENTRY_NUM = 32)
(
    input clk,
    input write,  
    input [15:0] ghr,
    input br_outcome,
    input [4:0] rdIdx, wrIdx,  
    output logic [WEIGHT_NUM*8-1:0] dataout  
);
logic[7:0] data [WEIGHT_NUM][WEIGHT_ENTRY_NUM];
always_ff @(posedge clk)
begin
    if (write == 1)
    begin
        if (br_outcome == 1)
            data[0][wrIdx] <= data[0][wrIdx] + 8'd1;
        else
            data[0][wrIdx] <= data[0][wrIdx] - 8'd1;
    	for (int k = 1; k < WEIGHT_NUM; k++)
    	begin
    		data[k][wrIdx] <= (br_outcome == ghr[k-1] ? data[k][wrIdx] + 8'd1: data[k][wrIdx] - 8'd1);
    	end
    end 
end
assign dataout[7:0] = data[0][rdIdx];
assign dataout[15:8] = data[1][rdIdx];
assign dataout[23:16] = data[2][rdIdx];
assign dataout[31:24] = data[3][rdIdx];
assign dataout[39:32] = data[4][rdIdx];
assign dataout[47:40] = data[5][rdIdx];
assign dataout[55:48] = data[6][rdIdx];
assign dataout[63:56] = data[7][rdIdx];
assign dataout[71:64] = data[8][rdIdx];
assign dataout[79:72] = data[9][rdIdx];
assign dataout[87:80] = data[10][rdIdx];
assign dataout[95:88] = data[11][rdIdx];
assign dataout[103:96] = data[12][rdIdx];
assign dataout[111:104] = data[13][rdIdx];
assign dataout[119:112] = data[14][rdIdx];
assign dataout[127:120] = data[15][rdIdx];
assign dataout[135:128] = data[16][rdIdx];
endmodule : perceptron
### ./run.sh
#!/bin/bash
# OpenROAD 26Q1-2900-gdf79404cd8, Yosys 0.63+post, stock flow scripts
make -C /OpenROAD-flow-scripts/flow DESIGN_CONFIG=/design/flow/config.mk WORK_HOME=/design/flow/orfs finish
### ./config.mk
export PLATFORM = sky130hd
export DESIGN_NAME = perceptron
export DESIGN_NICKNAME = perceptron
export VERILOG_FILES = /design/flow/design.v
export SDC_FILE = /design/flow/constraint.sdc
export NUM_CORES = 4
export LEC_CHECK = 1
export CORE_UTILIZATION = 30
export SYNTH_MEMORY_MAX_BITS = 65536
### ./constraint.sdc
current_design perceptron

set clk_period 64.5
set clk_io_pct 0.2

create_clock -name clk0 -period $clk_period [get_ports {clk}]

set non_clock_inputs [all_inputs -no_clocks]
set_input_delay [expr $clk_period * $clk_io_pct] -clock clk0 $non_clock_inputs
set_output_delay [expr $clk_period * $clk_io_pct] -clock clk0 [all_outputs]
==> flow_metrics.env <==
# implementation run metrics
export IMPL_r2r_start="data[424][0]$_DFFE_PP_"
export IMPL_cts_resized=0
export IMPL_chip_area_um2=675000
export IMPL_r2r_end="data[419][6]$_DFFE_PP_"
export IMPL_synth_cells=9275
export IMPL_antenna_found_initial=29
export IMPL_first_pass_iters=5
export IMPL_flop_cell="edfxtp_1"
export IMPL_min_path_type="reg2reg"
export IMPL_reg2reg_setup_slack_ns=60.35
export IMPL_cts_tree="yes"
export IMPL_hold_path_end="data[171][0]$_DFFE_PP_"
export IMPL_hold_depth=4
export IMPL_grt_max_degree=90
export IMPL_cts_max_path_buffers=4
export IMPL_min_from="data[183][0]$_DFFE_PP_"
export IMPL_ctsRootBufferMaster="clkbuf_16"
export IMPL_setup_viol=0
export IMPL_critPathKind="in2out"
export IMPL_core_util_floorplan_pct=30.2
export IMPL_status="complete, no violations"
export IMPL_rsz0062_at_grt="no"
export IMPL_route_vias_total=109000
export IMPL_warning_count=30
export IMPL_hold_buffers=0
export IMPL_hold_viol_final=0
export IMPL_largest_register_ffs=4352
export IMPL_vdd_drop_max_v=0.0000287
export IMPL_largestRegisters="data x4352"
export IMPL_path_clk_slew_ns=0.06
export IMPL_synth_flops=4352
export IMPL_fmax_ghz=0.0305
export IMPL_coreArea_um2=668000
export IMPL_syn_area_per_cell_um2=21.7
export IMPL_ant_nets=0
export IMPL_edf_count=4352
export IMPL_via_per_inst=5.69
export IMPL_postCtsSetupBuffers=0
export IMPL_synth_warnings=1
export IMPL_drt_wirelength_per_cell_um=34.4
export IMPL_ys_area_um2=201000
export IMPL_grt_overflow=0
export IMPL_final_setup_tns_ns=0
export IMPL_period_needed_ns=32.76
export IMPL_cts_sinks=4352
export IMPL_drv_slew=0
export IMPL_track_usage_pct=20.7
export IMPL_leakage_nw=70.7
export IMPL_h_tree_depth=5
export IMPL_num_io_pins=165
export IMPL_drt_iter0_drc=7235
export IMPL_synth_cell_area_um2=201000
export IMPL_slew_headroom_pct=9.23
export IMPL_cts_inserted_buffers=445
export IMPL_dp_hpwl_mm=383
export IMPL_layout_top_cell="edfxtp_1"
export IMPL_cp_max_fo=59
export IMPL_wl_mm=655
export IMPL_finalPower_w=0.00691
export IMPL_grt_pass1_vias=125000
export IMPL_crit_required_ns=51.60
export IMPL_power_density_nw_per_um2=30.0
export IMPL_r2r_cells=12
export IMPL_synth_async_sr_flop_share_pct=0
export IMPL_fp_dieW_um=821
export IMPL_drive_above_1_share_pct=38.1
export IMPL_post_route_drc_count=0
export IMPL_grt_pass1_wl_mm=924
export IMPL_most_common_layout_cells="edfxtp_1, mux4_2, buf_4"
export IMPL_fin_crit_sh_pct=50.8
export IMPL_worstSkewPairLatency_ns=1.12
export IMPL_io_buffers=164
export IMPL_maxCapViolCount=0
export IMPL_crit_path_start_kind="input pin"
export IMPL_fp_dieH_um=821
export IMPL_cp_arrival_ns=19.86
export IMPL_rows=300
export IMPL_syn2layout_area_growth_pct=14.5
export IMPL_gp_congestion=0.873
export IMPL_ys_seq_share_pct=64.9
export IMPL_tightest_slew_ns=1.36
export IMPL_synth_cell_types=59
export IMPL_endpoint_kind="output port"
export IMPL_skew_ns=0.149
export IMPL_yosys_cells=9275
export IMPL_top_register="data"
[layer usage]
metal	share of wire [%]	vias up	track usage, %
li1	-	42500	-
met1	27	54800	19.2
met2	46	9518	30.5
met3	21	1656	20.1
met4	4.9	54	7.77
met5	0.20	-	1.48
[worst max path at each step]
stage        start           to  slack (ns)  depth (start not counted)
4_1_cts   rdIdx[0]  dataout[59]       31.52                         12
5_1_grt   rdIdx[0]  dataout[59]       31.07                         12
6_report  rdIdx[0]  dataout[57]       31.74                         12
[power by group]
group / switching [W] / total, W / internal [W]
Clock: 0.00112 / 0.00251 / 0.00139
Sequential: 0.0000142 / 0.00348 / 0.00346
Combinational: 0.000606 / 0.000921 / 0.000315
[through the flow]
| stage | setup WS [ns] | instance area [µm²] | hold WS [ns] | instances | util, % |
|---|---|---|---|---|---|
| floorplan | 36.52 | 201000 | 1.14 | 9275 | - |
| global placement | 31.51 | 217000 | 1.21 | 18200 | 32.4 |
| detailed placement | 31.52 | 217000 | 1.23 | 18200 | 32.4 |
| CTS | 31.52 | 231000 | 1.17 | 19100 | 34.5 |
| global route | 31.07 | 231000 | 1.24 | 19100 | 34.5 |
| finish | 31.74 | 231000 | 1.19 | 19100 | 34.5 |
[critical path, stage by stage]
cell	delay [ns]
buf_16	0.36
buf_4	0.58
buf_4	0.60
buf_4	0.66
buf_4	0.63
buf_4	0.65
buf_4	0.69
buf_4	0.70
mux4_2	0.59
mux4_2	0.49
mux2_2	0.33
clkdlybuf4s50_1	0.44
[cells in the mapped netlist (31+ instances only)]
cell | instances | share of area (%)
a21oi_1 | 67 | 0.17
mux4_2 | 2334 | 26
nor3_1 | 43 | 0.11
mux2i_1 | 224 | 1.1
nand2_1 | 31 | 0.058
nand4_1 | 118 | 0.37
buf_4 | 36 | 0.13
mux2_2 | 136 | 0.76
nor2_1 | 116 | 0.22
buf_2 | 200 | 0.50
inv_1 | 59 | 0.11
clkbuf_1 | 378 | 0.70
xor2_1 | 40 | 0.17
edfxtp_1 | 4352 | 65
buf_1 | 74 | 0.14
xnor2_1 | 53 | 0.23
ha_1 | 106 | 0.66
o22ai_1 | 112 | 0.35
a22oi_1 | 472 | 1.8
[kinds of logic (layout without fill, tap and decap cells)]
kind of cell	Yosys count	after routing	share of synthesized area (%)
adders and majority gates	123	123	0.827
muxes	2696	2696	28.0
other	0	15	0
AOI/OAI and AO/OA	831	831	3.00
xor gates and xnor gates	93	93	0.404
and+or+nand+nor	412	412	1.20
DFF	4352	4352	64.9
buffers and inverters	768	1639	1.71
[final cells by class]
class	instances	area [µm²]
Antenna cell	15	37.5
Clock inverter	287	2570
Multi-Input combinational cell	4155	68100
Fill cell	60500	437000
Sequential cell	4352	131000
Tap cell	8909	11100
Inverter	59	221
Timing Repair Buffer	760	6430
Clock buffer	533	11500

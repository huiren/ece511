===== /design/flow/run.sh =====
#!/bin/bash
# OpenROAD 26Q1-2900-gdf79404cd8, Yosys 0.63+post, stock flow scripts
make -C /OpenROAD-flow-scripts/flow DESIGN_CONFIG=/design/flow/config.mk WORK_HOME=/design/flow/orfs finish

===== /design/flow/config.mk =====
export PLATFORM = sky130hd
export DESIGN_NAME = fastpath_bp
export DESIGN_NICKNAME = fastpath_bp
export VERILOG_FILES = /design/flow/design.v
export SDC_FILE = /design/flow/constraint.sdc
export NUM_CORES = 4
export LEC_CHECK = 1
export CORE_AREA = 10 10 695 695
export DIE_AREA = 0 0 705 705
export SYNTH_MEMORY_MAX_BITS = 65536

===== /design/flow/constraint.sdc =====
current_design fastpath_bp

set clk_period 44.1
set clk_io_pct 0.2

create_clock -name clk0 -period $clk_period [get_ports {clk}]

set non_clock_inputs [all_inputs -no_clocks]
set_input_delay [expr $clk_period * $clk_io_pct] -clock clk0 $non_clock_inputs
set_output_delay [expr $clk_period * $clk_io_pct] -clock clk0 [all_outputs]

===== /design/flow/design.v =====
module neuron #(parameter WEIGHT_NUM = 33, parameter WEIGHT_ENTRY_NUM = 64)
(
    input clk,
    input write,  
    input [31:0] last_h,
    input [32*6-1:0] last_v,
    input br_outcome, last_prediction,
    input [5:0] rdIdx, wrIdx,  
    output logic [WEIGHT_NUM*8-1:0] dataout, 
    output logic replace_sg
);
logic[7:0] data [WEIGHT_NUM][WEIGHT_ENTRY_NUM];
logic[5:0] i0, i1, i2, i3, i4, i5, i6, i7, i8, i9, i10,
           i11, i12, i13, i14, i15, i16, i17, i18, i19, i20,
           i21, i22, i23, i24, i25, i26, i27, i28, i29, i30,
           i31;
always_comb
begin
    replace_sg = 0;
    if (write == 1 & (br_outcome != last_prediction))
        replace_sg = 1;
end
always_ff @(posedge clk)
begin
    if (write == 1 & (br_outcome != last_prediction))
    begin
        if (br_outcome == 1)
            data[0][wrIdx] <= data[0][wrIdx] + 8'd1;
        else
            data[0][wrIdx] <= data[0][wrIdx] - 8'd1;
    	data[1][i0] <= (br_outcome == last_h[0] ? data[1][i0] + 8'd1: data[1][i0] - 8'd1);
        data[2][i1] <= (br_outcome == last_h[1] ? data[2][i1] + 8'd1: data[2][i1] - 8'd1);
        data[3][i2] <= (br_outcome == last_h[2] ? data[3][i2] + 8'd1: data[3][i2] - 8'd1);
        data[4][i3] <= (br_outcome == last_h[3] ? data[4][i3] + 8'd1: data[4][i3] - 8'd1);
        data[5][i4] <= (br_outcome == last_h[4] ? data[5][i4] + 8'd1: data[5][i4] - 8'd1);
        data[6][i5] <= (br_outcome == last_h[5] ? data[6][i5] + 8'd1: data[6][i5] - 8'd1);
        data[7][i6] <= (br_outcome == last_h[6] ? data[7][i6] + 8'd1: data[7][i6] - 8'd1);
        data[8][i7] <= (br_outcome == last_h[7] ? data[8][i7] + 8'd1: data[8][i7] - 8'd1);
        data[9][i8] <= (br_outcome == last_h[8] ? data[9][i8] + 8'd1: data[9][i8] - 8'd1);
        data[10][i9] <= (br_outcome == last_h[9] ? data[10][i9] + 8'd1: data[10][i9] - 8'd1);
        data[11][i10] <= (br_outcome == last_h[10] ? data[11][i10] + 8'd1: data[11][i10] - 8'd1);
        data[12][i11] <= (br_outcome == last_h[11] ? data[12][i11] + 8'd1: data[12][i11] - 8'd1);
        data[13][i12] <= (br_outcome == last_h[12] ? data[13][i12] + 8'd1: data[13][i12] - 8'd1);
        data[14][i13] <= (br_outcome == last_h[13] ? data[14][i13] + 8'd1: data[14][i13] - 8'd1);
        data[15][i14] <= (br_outcome == last_h[14] ? data[15][i14] + 8'd1: data[15][i14] - 8'd1);
        data[16][i15] <= (br_outcome == last_h[15] ? data[16][i15] + 8'd1: data[16][i15] - 8'd1);
        data[17][i16] <= (br_outcome == last_h[16] ? data[17][i16] + 8'd1: data[17][i16] - 8'd1);
        data[18][i17] <= (br_outcome == last_h[17] ? data[18][i17] + 8'd1: data[18][i17] - 8'd1);
        data[19][i18] <= (br_outcome == last_h[18] ? data[19][i18] + 8'd1: data[19][i18] - 8'd1);
        data[20][i19] <= (br_outcome == last_h[19] ? data[20][i19] + 8'd1: data[20][i19] - 8'd1);
        data[21][i20] <= (br_outcome == last_h[20] ? data[21][i20] + 8'd1: data[21][i20] - 8'd1);
        data[22][i21] <= (br_outcome == last_h[21] ? data[22][i21] + 8'd1: data[22][i21] - 8'd1);
        data[23][i22] <= (br_outcome == last_h[22] ? data[23][i22] + 8'd1: data[23][i22] - 8'd1);
        data[24][i23] <= (br_outcome == last_h[23] ? data[24][i23] + 8'd1: data[24][i23] - 8'd1);
        data[25][i24] <= (br_outcome == last_h[24] ? data[25][i24] + 8'd1: data[25][i24] - 8'd1);
        data[26][i25] <= (br_outcome == last_h[25] ? data[26][i25] + 8'd1: data[26][i25] - 8'd1);
        data[27][i26] <= (br_outcome == last_h[26] ? data[27][i26] + 8'd1: data[27][i26] - 8'd1);
        data[28][i27] <= (br_outcome == last_h[27] ? data[28][i27] + 8'd1: data[28][i27] - 8'd1);
        data[29][i28] <= (br_outcome == last_h[28] ? data[29][i28] + 8'd1: data[29][i28] - 8'd1);
        data[30][i29] <= (br_outcome == last_h[29] ? data[30][i29] + 8'd1: data[30][i29] - 8'd1);
        data[31][i30] <= (br_outcome == last_h[30] ? data[31][i30] + 8'd1: data[31][i30] - 8'd1);
        data[32][i31] <= (br_outcome == last_h[31] ? data[32][i31] + 8'd1: data[32][i31] - 8'd1);
    end 
end
assign i0 = last_v[5:0];
assign i1 = last_v[11:6];
assign i2 = last_v[17:12];
assign i3 = last_v[23:18];
assign i4 = last_v[29:24];
assign i5 = last_v[35:30];
assign i6 = last_v[41:36];
assign i7 = last_v[47:42];
assign i8 = last_v[53:48];
assign i9 = last_v[59:54];
assign i10 = last_v[65:60];
assign i11 = last_v[71:66];
assign i12 = last_v[77:72];
assign i13 = last_v[83:78];
assign i14 = last_v[89:84];
assign i15 = last_v[95:90];
assign i16 = last_v[101:96];
assign i17 = last_v[107:102];
assign i18 = last_v[113:108];
assign i19 = last_v[119:114];
assign i20 = last_v[125:120];
assign i21 = last_v[131:126];
assign i22 = last_v[137:132];
assign i23 = last_v[143:138];
assign i24 = last_v[149:144];
assign i25 = last_v[155:150];
assign i26 = last_v[161:156];
assign i27 = last_v[167:162];
assign i28 = last_v[173:168];
assign i29 = last_v[179:174];
assign i30 = last_v[185:180];
assign i31 = last_v[191:186];
assign dataout[7:0] = data[0][rdIdx];
assign dataout[15:8] = data[1][rdIdx];
assign dataout[23:16] = data[2][rdIdx];
assign dataout[31:24] = data[3][rdIdx];
assign dataout[39:32] = data[4][rdIdx];
assign dataout[47:40] = data[5][rdIdx];
assign dataout[55:48] = data[6][rdIdx];
assign dataout[63:56] = data[7][rdIdx];
assign dataout[71:64] = data[8][rdIdx];
assign dataout[79:72] = data[9][rdIdx];
assign dataout[87:80] = data[10][rdIdx];
assign dataout[95:88] = data[11][rdIdx];
assign dataout[103:96] = data[12][rdIdx];
assign dataout[111:104] = data[13][rdIdx];
assign dataout[119:112] = data[14][rdIdx];
assign dataout[127:120] = data[15][rdIdx];
assign dataout[135:128] = data[16][rdIdx];
assign dataout[143:136] = data[17][rdIdx];
assign dataout[151:144] = data[18][rdIdx];
assign dataout[159:152] = data[19][rdIdx];
assign dataout[167:160] = data[20][rdIdx];
assign dataout[175:168] = data[21][rdIdx];
assign dataout[183:176] = data[22][rdIdx];
assign dataout[191:184] = data[23][rdIdx];
assign dataout[199:192] = data[24][rdIdx];
assign dataout[207:200] = data[25][rdIdx];
assign dataout[215:208] = data[26][rdIdx];
assign dataout[223:216] = data[27][rdIdx];
assign dataout[231:224] = data[28][rdIdx];
assign dataout[239:232] = data[29][rdIdx];
assign dataout[247:240] = data[30][rdIdx];
assign dataout[255:248] = data[31][rdIdx];
assign dataout[263:256] = data[32][rdIdx];
endmodule : neuron
module fastpath_bp
(
    input clk,
    input [63:0] pc, last_pc,
    input make_prediction,
    input update,
    input br_outcome, last_prediction,
    input [31:0] last_h,
    input [32*6-1:0] last_v,
    input [32*8-1:0] last_r,
    output [31:0] h,
    output [32*6-1:0] sv_out,
    output [32*8-1:0] r,
    output prediction
);
parameter WEIGHT_WIDTH = 8;
parameter GHR_WIDTH = 32;
parameter WEIGHT_NUM = GHR_WIDTH + 1;
parameter WEIGHT_ENTRY_NUM = 64;
logic [WEIGHT_WIDTH*WEIGHT_NUM-1:0] sr_out, new_sr, w_out;
logic [GHR_WIDTH-1:0] sg_out, ghr_out;
logic pred;
logic [5:0] lookupIdx, updateIdx;
logic replace_sg;
assign lookupIdx = pc % WEIGHT_ENTRY_NUM;
assign updateIdx = last_pc % WEIGHT_ENTRY_NUM;
assign prediction = pred;
assign h = sg_out;
assign r = sr_out;
SR sr0
(
	.replace_in(last_r),
	.replace(replace_sg),
    .clk(clk),
    .din(new_sr),
    .load(make_prediction),
    .dout(sr_out)
);
SV sv0
(
	.clk(clk),
	.update(make_prediction),
	.lookupIdx(lookupIdx),
	.dout(sv_out)
);
neuron w0
(
    .clk(clk),
    .write(update),
    .last_h(last_h),
    .last_v(last_v),
    .br_outcome(br_outcome), 
    .last_prediction(last_prediction),
    .rdIdx(lookupIdx), 
    .wrIdx(updateIdx), 
    .dataout(w_out),
    .replace_sg(replace_sg)
);
shfreg sg0
(
    .clk(clk),
    .load(make_prediction),
    .in(pred),
    .replace_in(ghr_out),
    .replace(replace_sg),
    .out(sg_out)
);
shfreg ghr0
(
    .clk(clk),
    .load(update),
    .in(br_outcome),
    .out(ghr_out),
    .replace(0),
    .replace_in(0)
);
predict predict0
(
	.sr(sr_out),
	.w(w_out),
	.pred(pred),
	.new_sr(new_sr)
);
endmodule:fastpath_bp
module predict #(parameter WEIGHT_NUM = 33, parameter WEIGHT_WIDTH = 8)
(
	input [WEIGHT_NUM*WEIGHT_WIDTH-1:0] sr,
    input [WEIGHT_NUM*WEIGHT_WIDTH-1:0] w,
    output logic pred,
    output logic [WEIGHT_NUM*WEIGHT_WIDTH-1:0] new_sr
);
parameter WEIGHT_ENTRY_NUM = 64;
logic [WEIGHT_WIDTH-1:0] sum;
always_comb
begin
	sum = w[WEIGHT_WIDTH-1:0] + sr[WEIGHT_WIDTH-1:0];
	pred = sum[WEIGHT_WIDTH-1];
	if (pred)
	begin
		new_sr[7:0] = sr[15:8] + 8'd1;
		new_sr[15:8] = sr[23:16] + 8'd1;
		new_sr[23:16] = sr[31:24] + 8'd1;
		new_sr[31:24] = sr[39:32] + 8'd1;
		new_sr[39:32] = sr[47:40] + 8'd1;
		new_sr[47:40] = sr[55:48] + 8'd1;
		new_sr[55:48] = sr[63:56] + 8'd1;
		new_sr[63:56] = sr[71:64] + 8'd1;
		new_sr[71:64] = sr[79:72] + 8'd1;
		new_sr[79:72] = sr[87:80] + 8'd1;
		new_sr[87:80] = sr[95:88] + 8'd1;
		new_sr[95:88] = sr[103:96] + 8'd1;
		new_sr[103:96] = sr[111:104] + 8'd1;
		new_sr[111:104] = sr[119:112] + 8'd1;
		new_sr[119:112] = sr[127:120] + 8'd1;
		new_sr[127:120] = sr[135:128] + 8'd1;
		new_sr[135:128] = sr[143:136] + 8'd1;
		new_sr[143:136] = sr[151:144] + 8'd1;
		new_sr[151:144] = sr[159:152] + 8'd1;
		new_sr[159:152] = sr[167:160] + 8'd1;
		new_sr[167:160] = sr[175:168] + 8'd1;
		new_sr[175:168] = sr[183:176] + 8'd1;
		new_sr[183:176] = sr[191:184] + 8'd1;
		new_sr[191:184] = sr[199:192] + 8'd1;
		new_sr[199:192] = sr[207:200] + 8'd1;
		new_sr[207:200] = sr[215:207] + 8'd1;
		new_sr[215:207] = sr[223:215] + 8'd1;
		new_sr[223:215] = sr[231:223] + 8'd1;
		new_sr[231:223] = sr[239:231] + 8'd1;
		new_sr[239:231] = sr[247:239] + 8'd1;		
		new_sr[247:239] = sr[255:247] + 8'd1;
		new_sr[255:247] = sr[263:255] + 8'd1;
		new_sr[263:255] = 8'd0;
	end
	else
	begin
		new_sr[7:0] = sr[15:8] - 8'd1;
		new_sr[15:8] = sr[23:16] - 8'd1;
		new_sr[23:16] = sr[31:24] - 8'd1;
		new_sr[31:24] = sr[39:32] - 8'd1;
		new_sr[39:32] = sr[47:40] - 8'd1;
		new_sr[47:40] = sr[55:48] - 8'd1;
		new_sr[55:48] = sr[63:56] - 8'd1;
		new_sr[63:56] = sr[71:64] - 8'd1;
		new_sr[71:64] = sr[79:72] - 8'd1;
		new_sr[79:72] = sr[87:80] - 8'd1;
		new_sr[87:80] = sr[95:88] - 8'd1;
		new_sr[95:88] = sr[103:96] - 8'd1;
		new_sr[103:96] = sr[111:104] - 8'd1;
		new_sr[111:104] = sr[119:112] - 8'd1;
		new_sr[119:112] = sr[127:120] - 8'd1;
		new_sr[127:120] = sr[135:128] - 8'd1;
		new_sr[135:128] = sr[143:136] - 8'd1;
		new_sr[143:136] = sr[151:144] - 8'd1;
		new_sr[151:144] = sr[159:152] - 8'd1;
		new_sr[159:152] = sr[167:160] - 8'd1;
		new_sr[167:160] = sr[175:168] - 8'd1;
		new_sr[175:168] = sr[183:176] - 8'd1;
		new_sr[183:176] = sr[191:184] - 8'd1;
		new_sr[191:184] = sr[199:192] - 8'd1;
		new_sr[199:192] = sr[207:200] - 8'd1;
		new_sr[207:200] = sr[215:207] - 8'd1;
		new_sr[215:207] = sr[223:215] - 8'd1;
		new_sr[223:215] = sr[231:223] - 8'd1;
		new_sr[231:223] = sr[239:231] - 8'd1;
		new_sr[239:231] = sr[247:239] - 8'd1;		
		new_sr[247:239] = sr[255:247] - 8'd1;
		new_sr[255:247] = sr[263:255] - 8'd1;
		new_sr[263:255] = 8'd0;
	end
end
endmodule : predict
module shfreg #(parameter width = 32)
(
    input clk,
    input [width-1:0] replace_in,
    input load, replace,
    input in,
    output logic [width-1:0] out
);
logic [width-1:0] data;
always_ff @(posedge clk)
begin
	if (replace)
		data <= replace_in;
    if (load)
        data <= {in, data[width-1:1]};
end
assign out = data;
endmodule : shfreg
module SR #(parameter WIDTH = 8, parameter SIZE = 33)
(
	input [WIDTH*SIZE-1:0] replace_in,
	input replace,
    input clk,
    input [WIDTH*SIZE-1:0] din,  
    input load,
    output [WIDTH*SIZE-1:0] dout
);
logic [WIDTH*SIZE-1:0] data;
assign dout = data;
always_ff @ (posedge clk)
begin
	if (replace)
		data <= replace_in;
    else if (load)
        data <= din;
end
endmodule: SR
module SV #(parameter WIDTH = 6, parameter SIZE = 32)
(
    input clk,
    input update,
    input [5:0] lookupIdx,
    output [WIDTH*SIZE-1:0] dout
);
logic [WIDTH*SIZE-1:0] data;
assign dout = data;
always_ff @ (posedge clk)
begin
    if (update)
        data <= {lookupIdx, data[WIDTH*SIZE-1:WIDTH]};
end
endmodule: SV

==> out/qor.txt <==
Chip area line of the yosys report -> 0.0487 sq mm
Hold Path Stages -> 0
Crit path depth -> 15
Setup Viol. Count Final -> 0
Distinct lib cells used -> 56
Clock transition at path regs -> 60 ps
Port bufs -> 753
Max-Cap Viols -> 0
Syn_area_per_cell -> 14.0 sq um
Critical path cell sequence -> buf_6 > buf_4 > buf_4 > mux4_2 > mux4_2 > mux4_2 > ha_1 > a21o_1 > a21o_1 > a21oi_1 > o41ai_1 > a2111oi_1 > a32o_1 > xor2_4 > clkdlybuf4s50_1
R2R setup slack -> 35670 ps
Via density per instance -> 3.27
Most used cell, CP -> mux4_2
Highest Clock Rate -> 42.2 MHz
CP top delay family -> buffers and inverters
Maximum VDD drop -> 0.0342 mV
Worst R2R Start -> w0.data[55][4]
Final hold vios -> 0
Synthesized area -> 0.0487 sq mm
Final slew viol count -> 0
GP Congestion -> 0.924
Worst Skew -> 129 ps
Crit Path Category -> input pin to primary output
Drt wl/cell -> 22.0 microns
Critical path peak fanout -> 35
Total wire length -> 234000 microns
Fin util -> 0.146
Flip-flops with a built-in enable -> 1024
Leak Pwr -> 21.4 nW
Clock latency (worst-skew pair) -> 900 ps
PwrDens -> 53.2 mW/mm^2
Final ANT Viol Nets -> 0
Crit path time final -> 23690 ps
Fp util -> 0.104
Fin Setup TNS -> 0 ps
Die outline width -> 705 microns
First-pass GRT wire length -> 311000 microns
Ys flops -> 1024
Final period util -> 0.537
Reg2Reg Depth -> 23
Most numerous logic cell after layout -> edfxtp_1
Iteration tally of the first detailed-router pass -> 5
Vias in the first global route -> 34651
IO Count -> 1094
Yosys stat cell total -> 3493
Hold Path End -> sv0.data[123]
Share of cells above drive strength 1 -> 0.126
Longest Clk Path Bufs -> 4
Crit end category -> primary output
Hold buffer count at CTS -> 0
Yosys warns -> 7
H-tree depth -> 3
Largest net degree at the start of global routing -> 133
Dpl hpwl -> 180000 microns
Worst Hold Launch -> sv0.data[129]
Die area -> 0.497 sq mm
CP startpoint kind -> input pin
Buf+Inv Stages, Crit Path -> 4
Result of the run -> finished clean
Vias after detailed routing -> 34713
CTS buffer count -> 123
Reg2Reg Capture Point -> sr0.data[206]
CTS sink count -> 1024
Post-synthesis cell count -> 3493
Log Warnings -> 370
Root Driver -> clkbuf_16
Core ar. -> 0.467 sq mm
Die H -> 705 microns
Grt ovf -> 0
Synth-to-layout area growth -> 40.2%
RSZ-0062 raised after global routing -> false
DRC viols -> 0
Dominant register cell -> edfxtp_1
Filler instances -> 51573
Slowest Stage Delay on Critical Path -> 680 ps
Crit-path slowest cell -> buf_4
WP data required -> 35280 ps
Initial antenna violation count -> 45
Fraction of registers with async set/reset -> 0
Worst slew margin -> 0.393
Setup Buffers After CTS -> 0
Hold Path Class -> flop to flop
Top Layout Cells -> edfxtp_1 (1024), clkdlybuf4s50_1 (747), nand2_1 (356)
WP data arrival -> 14870 ps
Power consumption -> 3.64 mW
Drt initial violations -> 2730
CTS tree -> yes
Register share after synthesis -> 0.631
Tot GR Track Use -> 0.0926
Tightest Pin Transition -> 900 ps
Post-CTS Resized -> 0
Cell Rows -> 251
[Yosys cell counts, types with 3 or more instances]
library cell | count | area, sq um
edfxtp_1 | 1024 | 30700
nand2_1 | 357 | 1340
nor2_1 | 253 | 950
a22oi_1 | 252 | 1890
mux2i_1 | 214 | 2140
xnor2_1 | 157 | 1380
mux4_2 | 154 | 3470
clkbuf_1 | 139 | 522
o21ai_1 | 138 | 691
nand3_1 | 116 | 581
nand4_1 | 74 | 463
a21oi_1 | 73 | 365
xor2_1 | 67 | 587
or3_1 | 53 | 332
and3_1 | 51 | 319
or4_1 | 46 | 345
ha_1 | 43 | 538
mux2_2 | 39 | 439
nor3_1 | 35 | 175
buf_1 | 26 | 97.6
buf_6 | 20 | 225
o21ai_0 | 19 | 95.1
a221oi_1 | 18 | 158
and2_1 | 13 | 81.3
inv_1 | 12 | 45.0
nor2b_1 | 12 | 75.1
nand2b_1 | 11 | 68.8
nor4_1 | 11 | 68.8
buf_4 | 10 | 75.1
buf_2 | 8 | 40.0
a22o_1 | 7 | 61.3
nor3b_1 | 4 | 30.0
a21o_1 | 3 | 22.5
o21a_1 | 3 | 22.5
o22ai_1 | 3 | 18.8
or4b_2 | 3 | 30.0
[sequential cells by signal (all words and copies together) (netlist names)]
name,count
ghr0.data,32
sr0.data,256
w0.data,512
sv0.data,192
sg0.data,32
[cell families (layout without fill, tap and decap cells)]
kind of cell             count (synthesis)  in the layout  synth area share
flip-flops                            1024           1024             0.631
adder cells (fa/ha/maj)                 44             44            0.0115
multiplexers                           407            407             0.124
other                                    0             17                 0
buffers and inverters                  217           1139            0.0211
XOR/XNOR                               225            225            0.0406
AND/OR/NAND/NOR                       1049           1049             0.102
AND-OR/OR-AND                          527            527            0.0701
[through the flow]
stage,std cells,setup slack (ps),instance area [sq um],hold slack (ps)
final,10630,20410,68300,401
after global routing,10617,19740,68300,422
after CTS,10613,20190,68300,408
after detailed placement,10394,20200,64300,430
after global placement,10394,20250,64300,424
after floorplan,3493,21450,48700,400
[cell type report]
class | count | area (sq um) | area share
Tap cell | 6198 | 7750 | 0.113
Inverter | 13 | 48.8 | 0.000714
Antenna cell | 17 | 42.5 | 0.000623
Clock inverter | 79 | 821 | 0.0120
Sequential cell | 1024 | 30700 | 0.450
Clock buffer | 140 | 3160 | 0.0463
Multi-Input combinational cell | 2252 | 17100 | 0.250
Timing Repair Buffer | 907 | 8710 | 0.127
[metal layers]
layer | part of all wire | GRT usage
met3 | 0.12 | 0.0476
met2 | 0.49 | 0.156
met5 | 0.0014 | 0.00400
met4 | 0.027 | 0.0200
met1 | 0.37 | 0.105
[report_power, final]
| part | total (mW) | internal, mW | switching (mW) |
|---|---|---|---|
| logic | 1.14 | 0.502 | 0.642 |
| clock network | 1.03 | 0.589 | 0.445 |
| registers | 1.46 | 1.27 | 0.191 |
| total | 3.64 | 2.36 | 1.28 |
[how the worst max path moves through the flow]
stage	from	slack, ps	endpoint
final	pc[0]	20410	prediction
after global routing	pc[0]	19740	prediction
after CTS	pc[0]	20190	prediction
No activity file was given, so power comes from the tool's default toggle rates.
